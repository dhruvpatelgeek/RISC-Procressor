==> flow/design.v <==
module main(KEY,SW,LEDR,HEX0,HEX1,HEX2,HEX3,HEX4,HEX5,CLOCK_50);
  input [3:0] KEY;
  input [9:0] SW;
  input CLOCK_50;
  output [9:0] LEDR; 
  output [6:0] HEX0, HEX1, HEX2, HEX3, HEX4, HEX5;
  wire [15:0] datapath_out;
  wire Z, N, V;
  wire [1:0] mem_cmd;
  wire load_pc, reset_pc, load_addr, addr_sel, load_ir;
  wire control, write;
  wire [15:0] read_data; 
  wire [8:0] outCounter;  
  wire [8:0] outDA;  
  wire [8:0] mem_addr;
  wire [15:0] dout;
  wire controlA, controlB;
wire [5:0] present;
  cpu CPU( .clk   (CLOCK_50),  
         .reset (~KEY[1]), 
         .in    (read_data),
         .out   (datapath_out),
         .Z     (Z),
         .N     (N),
         .V     (V),
	 .mem_cmd (mem_cmd),
	 .load_addr (load_addr),
	 .addr_sel (addr_sel),
	 .load_ir (load_ir),
	 .PC (outCounter),
.present_state(present));
sseg2 H4(present,{HEX5,HEX4});
assign mem_addr = addr_sel ? outCounter : outDA;  
assign LEDR[8]= (present==6'd21) ? 1'b1 : 1'b0; 
RAM MEM(CLOCK_50,mem_addr[7:0],mem_addr[7:0],write,datapath_out,dout);
triStateBuffer buff(dout, control, read_data);
vDFF_PC_DA DA(CLOCK_50, load_addr, datapath_out[8:0], outDA);
readOrWrite ROW(mem_cmd, mem_addr[8], write, control);
circuitA Switch (mem_cmd, mem_addr, controlA);
circuitB Leds (mem_cmd, mem_addr, controlB);
vDFF1 #(8) LEDreg(CLOCK_50, controlB, datapath_out[7:0], LEDR[7:0]);
assign read_data = controlA ? {8'b0,SW[7:0]} : 16'bz;
endmodule
module readOrWrite (mem_cmd, mem_addr_bit, write, control);
input [1:0] mem_cmd;
input mem_addr_bit; 
output write; 
output control;
wire writeDecision = (mem_cmd == 2'b01);
wire readDecision = (mem_cmd == 2'b11);
wire allowedSize = (mem_addr_bit == 1'b0);
assign  write = writeDecision && allowedSize;
assign control = readDecision && allowedSize;
endmodule
module triStateBuffer (in, load, out);
input [15:0] in;
input load;
output [15:0] out;
assign out = load ? in : 16'bz;
endmodule        
module vDFF(clk,D,Q);
  parameter n=1;
  input clk;
  input [n-1:0] D;
  output [n-1:0] Q;
  reg [n-1:0] Q;
  always @(posedge clk)
    Q <= D;
endmodule
module circuitA(mem_cmd, mem_addr, outA);
input [1:0] mem_cmd;
input [8:0] mem_addr;
wire [8:0] in;  
output reg outA;  
assign in = 9'h140;
always @(*) begin
if ({mem_cmd == 2'b11} && {mem_addr == in})begin 
outA = 1'b1;
end else begin
outA = 1'b0;
end
end
endmodule
module circuitB(mem_cmd, mem_addr, fromB);
input [1:0] mem_cmd;
input [8:0] mem_addr;
output reg fromB;
wire [8:0] in;
assign in = 9'h100;
always @(*) begin
if ({mem_cmd == 2'b01} && {mem_addr == in})begin 
fromB = 1'b1;
end else begin
fromB = 1'b0;
end
end
endmodule
module sseg(in,segs);
  input [3:0] in;
  output [6:0] segs;
  reg [6:0] segs;
  always @(*) begin
    case (in)
      4'b0000: segs = 7'b1000000;  
      4'b0001: segs = 7'b1111001;  
      4'b0010: segs = 7'b0100100;  
      4'b0011: segs = 7'b0110000;  
      4'b0100: segs = 7'b0011001;  
      4'b0101: segs = 7'b0010010;  
      4'b0110: segs = 7'b0000010;  
      4'b0111: segs = 7'b1111000;  
      4'b1000: segs = 7'b0000000;  
      4'b1001: segs = 7'b0010000;  
      4'b1010: segs = 7'b0001000;  
      4'b1011: segs = 7'b0000011;  
      4'b1100: segs = 7'b1000110;  
      4'b1101: segs = 7'b0100001;  
      4'b1110: segs = 7'b0000110;  
      4'b1111: segs = 7'b0001110;  
      default: segs = 7'bxxxxxxx;  
    endcase
  end
endmodule
module sseg2(in, segs);
input [5:0] in;  
output reg [13:0] segs;
always @(*) begin
    case (in)
      6'd22: segs = 14'b1000000_1000000;  
      6'd2: segs = 14'b1000000_1111001;  
      6'd3: segs = 14'b1000000_0100100;  
      6'd4: segs = 14'b1000000_0110000;  
      6'd5: segs = 14'b1000000_0011001;  
      6'd6: segs = 14'b1000000_0010010;  
      6'd7: segs = 14'b1000000_0000010;  
      6'd8: segs = 14'b1000000_1111000;  
      6'd9: segs = 14'b1000000_0000000;  
      6'd10: segs = 14'b1000000_0010000;  
      6'd11: segs = 14'b1111001_1000000;  
      6'd12: segs = 14'b1111001_0000011;  
      6'd1: segs = 14'b1111001_0100100;  
      6'd13: segs = 14'b1111001_0110000;  
      6'd14: segs = 14'b1111001_0011001;  
6'd15: segs = 14'b1111001_0010010;  
6'd16: segs = 14'b1111001_0000010;  
6'd17: segs = 14'b1111001_1111000;  
6'd18: segs = 14'b1111001_0000000;  
6'd19: segs = 14'b1111001_0010000;  
6'd23: segs = 14'b0100100_1000000;  
6'd24: segs = 14'b0100100_1111001;  
6'd20: segs = 14'b0100100_0100100;  
6'd25: segs = 14'b0100100_0110000;  
6'd26: segs = 14'b0100100_0011001;  
6'd27: segs = 14'b0100100_0010010;  
6'd21: segs = 14'b0100100_0000010;  
      default: segs = 14'bxxxxxxx_xxxxxxx;  
    endcase
  end
endmodule
==> flow/run.sh <==
#!/bin/bash
# OpenROAD 26Q1-2900-gdf79404cd8, Yosys 0.63+post, stock flow scripts
make -C /OpenROAD-flow-scripts/flow DESIGN_CONFIG=/design/flow/config.mk WORK_HOME=/design/flow/orfs finish
==> flow/config.mk <==
export PLATFORM = sky130hd
export DESIGN_NAME = sseg
export DESIGN_NICKNAME = sseg
export VERILOG_FILES = /design/flow/design.v
export SDC_FILE = /design/flow/constraint.sdc
export NUM_CORES = 4
export LEC_CHECK = 1
export CORE_AREA = 10 10 70 70
export DIE_AREA = 0 0 80 80
export SYNTH_HDL_FRONTEND = slang
==> flow/constraint.sdc <==
current_design sseg

set clk_period 2.0
set clk_io_pct 0.2

create_clock -name clk0 -period $clk_period

set non_clock_inputs [all_inputs -no_clocks]
set_input_delay [expr $clk_period * $clk_io_pct] -clock clk0 $non_clock_inputs
set_output_delay [expr $clk_period * $clk_io_pct] -clock clk0 [all_outputs]
==> run summary <==
yosys + openroad results -> combinational share of power=1.000, Flops=0, DR vias=287, Yosys cell types=15, final setup vio count=0, Startpoint Class=input pin, antenna viol nets, final=0, Worst Hold Class=in -> out, WL/cell=7.85 um, Overall Global Routing Usage=0.0238, Sw Ratio=0.389, FMAX=0.518 GHz, tool warnings=39, Initial DRT Pass Iterations=3, die width=80 um, # DRC=0, peak supply drop=20.9 uV, Yosys Instances=32, crit path launch=in[0], Seq/Total Area, Yosys=0, Core ar.=3420 um2, Final Power=approximately 0.089 mW, site row count=21, I/O pins=11, kind of critical path=in -> out, Storage cell area=0 um2, vias in the first global route=287, HPWL Detailed=621 um, post-route minimum period=1930 ps, Max-area cell share=0.318, top cells, area=ha_1 (32%), mux2i_1 (15%), mux4_1 (9.5%), largest net degree at the start of global routing=7, Worst EP arrival=1530 ps, Port Buffers=11, DRT iter0 DRCs=4, clock buffers=0, Slew HR=0.899, routability cong.=just over 0.8, Final Instance Area=about 520 um2, Tightest Pin Transition=147 ps, worst hold margin=about 1300 ps, Cell Area, Placed=502 um2, Clock Power Share=0, sequential share of power=0, cell taking the most area after synthesis=ha_1, Final Hold Vio Count=0, antenna violations before repair=0, die footprint=about 6400 um2, # diodes=0, CP Max Fanout=5, Cell Int Power=0.0545 mW, Critical Path End Type=output port, CP required=1600 ps, syn_area_per_cell=roughly 8.6 um2, status=complete, no violations, P per Cell Area=between 150 and 200 nW/um2, synthesized area=approximately 280 um2, wirelength, routed=777 um, max-cap violations=0, fin. max-slew vios=0, RSZ-0062 raised after global routing=no, area grow syn2layout=90.5%, drt via density=around 2.9, Synth top cells by count=ha_1 (7), nor2_1 (5), mux2i_1 (4), final worst path period share=0.964, Overflow after GRT=0, die height=around 80 um, Pre-Place Util=0.0806, yosys warning tally=0, Filler cells=approximately 380, cells after synthesis=32, layout cells sized above 1=0.453, worst hold start=in[0], LEAKAGE=0.260 nW, post-synth area from yosys stat=275 um2, switching pwr=0.0347 mW, global-route wire length before repair=1320 um, Yosys top cell by instances=ha_1
==> layout by cell type (no fill, tap or decap), types with 2 or more instances in the layout <==
master and count:
a22o_1 2, buf_2 3, buf_4 10, buf_6 2
clkdlybuf4s15_1 2, dlygate4sd2_1 5, ha_1 4, ha_2 2
mux2i_1 4, nor2_1 4, o21ai_1 2
==> repair_timing <==
action | 4_1_cts | 5_1_grt
pin swaps | 4 | 3
setup buffers | 0 | 1
hold buffers | 0 | 0
resized | 31 | 4
setup endpoints to repair | 7 | 4
cloned | 1 | 0
==> routing by layer <==
| layer | GRT usage | wire, um | vias up |
|---|---|---|---|
| met3 | 0.00455 | 67 | 0 |
| met5 | 0 | 0 | - |
| li1 | - | - | 153 |
| met4 | 0 | 0 | 0 |
| met1 | 0.0271 | 313 | 128 |
| met2 | 0.0465 | 397 | 6 |
==> path summary, 6_finish.rpt <==
path	end	cells after the start	slack (ps)
hold / removal	segs[4]	5	1330
setup / recovery	segs[3]	5	70
==> cell type report <==
type                            count  area (um2)  area share
Timing Repair Buffer               23         189       0.360
Multi-Input combinational cell     27         264       0.504
Inverter                            3        13.8      0.0263
Tap cell                           46        57.6       0.110
==> logic make-up (layout without fill, tap and decap cells) <==
| logic type | Yosys count | after routing | synth area share |
|---|---|---|---|
| fa+ha+maj | 7 | 7 | 0.318 |
| buf+inv | 5 | 26 | 0.100 |
| compound gates | 6 | 6 | 0.155 |
| simple gates | 8 | 8 | 0.145 |
| mux | 6 | 6 | 0.282 |
==> worst max-delay path: stages <==
cell	delay, ps
buf_4	130
buf_4	150
ha_2	200
mux4_2	460
clkdlybuf4s15_1	190
==> metrics by stage <==
stage / util / setup TNS, ps / worst slack (ps) / instances
final: 0.153 / 0 / 71.1 / 99
after global routing: 0.153 / 0 / 24.0 / 99
after CTS: 0.151 / -54.0 / -54.0 / 98
after detailed placement: 0.147 / -3610 / -708 / 97
after global placement: 0.147 / -3590 / -714 / 97
after floorplan: - / 0 / 320 / 32
==> power groups by stage <==
stage     registers, mW  logic, mW  clock network (mW)
4_1_cts               0     0.0894                   0
5_1_grt               0      0.101                   0
6_report              0     0.0892                   0
Power figures rest on the tool's default switching activity, not on a simulated workload.
